**flow/run.sh**
```bash
#!/bin/bash
# OpenROAD 26Q1-2900-gdf79404cd8, Yosys 0.63+post, stock flow scripts
make -C /OpenROAD-flow-scripts/flow DESIGN_CONFIG=/design/flow/config.mk WORK_HOME=/design/flow/orfs finish
```
**flow/config.mk**
```make
export PLATFORM = sky130hd
export DESIGN_NAME = Gcd
export DESIGN_NICKNAME = Gcd
export VERILOG_FILES = /design/flow/design.v
export SDC_FILE = /design/flow/constraint.sdc
export NUM_CORES = 4
export LEC_CHECK = 1
export CORE_AREA = 10 10 98 98
export DIE_AREA = 0 0 108 108
```
**flow/constraint.sdc**
```tcl
current_design Gcd

set clk_period 1.0
set clk_io_pct 0.2

create_clock -name clk0 -period $clk_period [get_ports {clock}]

set non_clock_inputs [all_inputs -no_clocks]
set_input_delay [expr $clk_period * $clk_io_pct] -clock clk0 $non_clock_inputs
set_output_delay [expr $clk_period * $clk_io_pct] -clock clk0 [all_outputs]
```
**flow/design.v**
```verilog
module Dxy(  
  input         clock,  
  input  [31:0] io_in2,  
  output [31:0] io_out  
);
  reg [31:0] r;  
  reg [31:0] _RAND_0;
  assign io_out = r;  
  always @(posedge clock) begin
    r <= io_in2;
  end
endmodule
module Gcd(  
  input         clock,  
  input         reset,  
  input  [31:0] io_in1,  
  input  [31:0] io_in2,  
  input  [31:0] io_in3,  
  input  [31:0] io_in4,  
  output [31:0] io_out  
);
  wire  dxy1_clock;  
  wire [31:0] dxy1_io_in2;  
  wire [31:0] dxy1_io_out;  
  wire  dxy2_clock;  
  wire [31:0] dxy2_io_in2;  
  wire [31:0] dxy2_io_out;  
  wire  dxy3_clock;  
  wire [31:0] dxy3_io_in2;  
  wire [31:0] dxy3_io_out;  
  Dxy dxy1 (  
    .clock(dxy1_clock),
    .io_in2(dxy1_io_in2),
    .io_out(dxy1_io_out)
  );
  Dxy dxy2 (  
    .clock(dxy2_clock),
    .io_in2(dxy2_io_in2),
    .io_out(dxy2_io_out)
  );
  Dxy dxy3 (  
    .clock(dxy3_clock),
    .io_in2(dxy3_io_in2),
    .io_out(dxy3_io_out)
  );
  assign io_out = dxy3_io_out;  
  assign dxy1_clock = clock;  
  assign dxy1_io_in2 = io_in2;  
  assign dxy2_clock = clock;  
  assign dxy2_io_in2 = io_in4;  
  assign dxy3_clock = clock;  
  assign dxy3_io_in2 = dxy2_io_out;  
endmodule
```
==> reports/metrics.csv <==
stage,metric,value,unit
status,status,"complete, no violations",
global_route,gr-total-overflow,0,
pwr,internal_power,0.00412,W
placement,place_ws,4.19,ps
final_timing,relSlewSlack,92.6,%
final_timing,hold_ws,309,ps
final_timing,worst_pin_slew,111,ps
setup_path,max_stage_delay,310,ps
final_timing,setup_violations,0,
hold_path,hold_class,input port to register,
clock_network,postCtsSetupRepairBufs,0,
synthesis,synth_area,0.00128,mm2
setup_path,critPathTopFamily,flip-flops,
pwr,power.density,2400,mW/mm2
synthesis,edf_count,0,
pwr,leakagePower,0.895,nW
finish,logic_gate_count,0,
detailed_routing,ant_nets,0,
detailed_routing,avgRoutedWirePerCell,11.3,um
floorplan,die_w,108,um
final_timing,slew_violations,0,
synthesis,synth-cells-yosys,64,
setup_path,critPathKind,register to output port,
detailed_routing,drt-total-wl,2.77,mm
floorplan,die-area,0.0117,mm2
pwr,clkPwrFrac,42.5,%
pwr,peakVddDrop,1050,uV
setup_path,cp-end-kind,output port,
synthesis,synth.largest_area_cell,dfxtp_1,
detailed_routing,wl_met3,403,um
final_timing,clock_skew,2.72,ps
global_route,grtUsageTotal,4.69,%
job,drv_cap,0,
final_timing,final_min_period_over_clock_period,95.2,%
clock_network,cts_max_level,3,
setup_path,startpoint_type,register,
floorplan,core_area,0.00765,mm2
pwr,seqPwrFrac,54.0,%
detailed_routing,drc,0,
clock_network,clk_pin_slew,60,ps
global_route,grt_max_degree,11,
setup_path,critPathRequiredTime,800,ps
floorplan,row_count,32,
finish,final_area,0.00210,mm2
synthesis,synth_cell_types,1,
clock_network,cts_buffer_depth,2,
synthesis,synth-seq-cells,64,
setup_path,crit_buf_inv,1,
global_route,antenna_found_initial,0,
setup_path,cpMaxStageDelayCell,dfxtp_2,
pwr,switching_share,18.2,%
final_timing,rsz0062_at_grt,true,
clock_network,clock.latency.late_pin,330,ps
final_timing,period_minus_slack,952,ps
setup_path,path_cells,buf_2,
clock_network,clockRootBuffer,clkbuf_8,
finish,areaGrowthSynthToFinish,63.6,%
synthesis,syn_avg_cell_area,20.0,um2
synthesis,synth.most_common_cell,dfxtp_1,
finish,mi_logic_area,0,um2
detailed_routing,met2_length,1.36,mm
placement,place.port_buffers,64,
detailed_routing,met1_length,944,um
floorplan,fp_util,16.8,%
detailed_routing,drt-initial-drc-count,6,
final_timing,timing.fmax,1050,MHz
setup_path,crit_arrival,750,ps
synthesis,async_flop_share,0,%
detailed_routing,vias,716,
global_route,grt_pass1_wl,4.11,mm
final_timing,hold_violations,0,
global_route,grt_pass1_vias,770,
finish,drive_above_1_share,36.1,%
final_timing,fin_setup_tns,0,ps
floorplan,die_h,108,um
synthesis,top_cell_area_share,100,%
setup_path,worstPathMaxFanout,1,
pwr,power.total,0.00503,W
pwr,power.switching,0.000916,W
synthesis,yosys_warnings,1,
synthesis,topCellsByArea,dfxtp_1 100%,
detailed_routing,avgViaCountPerCell,2.91,
placement,place.gp.congestion,0.700,
detailed_routing,routed.top_layer,met4,
synthesis,common_cells,64 x dfxtp_1,
placement,placed_cell_area,0.00205,mm2
clock_network,cts_buffers,9,
clock_network,cts_tree,yes,
job,warnings,123,
clock_network,cts.sinks,64,
synthesis,synth-main-ff-cell,dfxtp_1,
synthesis,synthCells,64,
pwr,combPwrFrac,3.5,%
synthesis,yosys-stat-area,0.00128,mm2
detailed_routing,drt_pass1_iterations,2,
synthesis,yosysSeqAreaShare,100,%
finish,nFillCells,790,
detailed_routing,num_antenna_cells,0,
final_timing,setup_slack,47.8,ps
floorplan,floorplan.io_pins,162,
cells in the final DEF (no fill, tap or decap):
cell | netlist | layout
buf_2 | 0 | 32
bufinv_16 | 0 | 1
clkbuf_1 | 0 | 2
clkbuf_8 | 0 | 11
clkdlybuf4s50_1 | 0 | 32
clkinv_2 | 0 | 2
dfxtp_1 | 64 | 58
dfxtp_2 | 0 | 6
cells by family (layout without fill, tap and decap cells):
kind of cell	count (synthesis)	count (layout)	synth area share, %
buf+inv	0	80	0
flops	64	64	100
sequential cells by signal, summed over array words and instances (netlist names):
name / cells
dxy2.r: 32
dxy3.r: 32
stage by stage:
stage	utilization, %	cells
after floorplan	-	64
after global placement	26.8	230
after detailed placement	26.8	230
after CTS	27.4	246
after global routing	27.4	246
final	27.4	246
final cells by class:
| cell class | instances | area, um2 | share of cell area, % |
|---|---|---|---|
| sequential | 64 | 1290 | 61.5 |
| tap | 102 | 128 | 6.09 |
| clock inverter | 3 | 40.0 | 1.91 |
| timing repair buffer | 64 | 480 | 22.9 |
| clock buffer | 13 | 159 | 7.58 |
layer usage:
metal,up-vias,track usage [%]
li1,346,-
met1,319,4.41
met2,42,7.46
met3,9,4.04
met4,0,1.34
met5,-,0
repair_timing:
item	4_1_cts	5_1_grt
hold buffers	0	0
endpoints found under the setup margin	32	1
cloned	0	0
resized	105	0
power groups by stage:
stage         Clock, W  Combinational (W)  Sequential, W
CTS            0.00222           0.000185        0.00272
global route   0.00236           0.000195        0.00273
finish         0.00214           0.000177        0.00272
final timing paths:
kind	startpoint	endpoint	slack, ps	cells after the start
setup reg to reg	dxy2.r[5]	dxy3.r[5]	600	0
setup / recovery	dxy3.r[16]	io_out[16]	50	1
hold reg to reg	dxy2.r[7]	dxy3.r[7]	330	0
hold / removal	io_in4[11]	dxy2.r[11]	310	1
Power is estimated from default activity; no workload was simulated.
